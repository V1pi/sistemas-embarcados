## flow/config.mk

```make
export PLATFORM = sky130hd
export DESIGN_NAME = sap1
export DESIGN_NICKNAME = sap1
export VERILOG_FILES = /design/flow/design.v
export SDC_FILE = /design/flow/constraint.sdc
export NUM_CORES = 4
export LEC_CHECK = 1
export CORE_AREA = 10 10 70 70
export DIE_AREA = 0 0 80 80
```

## flow/constraint.sdc

```tcl
current_design sap1

set clk_period 1.0
set clk_io_pct 0.2

create_clock -name clk0 -period $clk_period [get_ports {clk}]

set non_clock_inputs [all_inputs -no_clocks]
set_input_delay [expr $clk_period * $clk_io_pct] -clock clk0 $non_clock_inputs
set_output_delay [expr $clk_period * $clk_io_pct] -clock clk0 [all_outputs]
```

## flow/design.v

```verilog
module acumulador (
  input [7:0] d,
  input clk,
  input ea,
  input n_write,
  output [15:0] s
);
  wire [7:0] result;
  ci74173 ci74173_inst1 (
    .d(d[3:0]),
    .clk(clk),
    .rst(1'b0),
    .n_IE(n_write),
    .e_saida(1'b1),
    .q(result[3:0])
  );
  ci74173 ci74173_inst2 (
    .d(d[7:4]),
    .clk(clk),
    .rst(1'b0),
    .n_IE(n_write),
    .e_saida(1'b1),
    .q(result[7:4])
  );
  assign s = {ea ? result : 8'bZ, result};
endmodule 
module ci74157 (
  input [3:0] d0,
  input [3:0] d1,
  input sel,
  output [3:0]s
);
  assign s[3:0] = sel ? d1[3:0] : d0[3:0];
endmodule 
module ci74173 (
  input clk,
  input rst,
  input e_saida,
  input n_IE,
  input [3:0] d,
  output [3:0] q
);
  reg [3:0] q_reg;
  initial q_reg <= 4'b0;
  always @(posedge clk or posedge rst)
    if (rst)
      q_reg <= 4'b0;
    else if (~n_IE)
      q_reg <= d;
  assign q = e_saida ? q_reg : 4'bZ;
endmodule
module ci74183 (
  input [3:0] a,
  input [3:0] b,
  input cin,
  output [3:0] s,
  output cout
);
  assign {cout, s} = a + b + cin;
endmodule 
module contador_anel (
  input n_clk,
  input n_clr,
  output reg [5:0] q
);
    always @(negedge n_clk or negedge n_clr) begin
      if (!n_clr)
        q <= 6'b000001;
      else begin
        q <= q<<1;
        q[0] <= q[5];
      end
    end
endmodule
module contador_programa(
  input n_clk,
  input n_clr,
  input cp,
  input ep,
  output [3:0] s,
  output [3:0] temp
);
  reg [3:0] tempS;
  always @(negedge n_clk or negedge n_clr)
    if (!n_clr)
      tempS <= 4'b0;
    else if (cp)
      tempS <= tempS + 1;
  assign s = !ep ? 4'bZ : tempS;
  assign temp = s;
endmodule
module controlador(
  input [5:0] t,
  input [3:0] a,
  output cp, eu, ep, n_lm, n_ce, n_l1,
  n_e1, n_la, ea, su, n_lb, n_l0, n_hlt
);
  wire load, add, sub, out, hlt;
  assign load = a == 4'b0000;
  assign add = a == 4'b0001;
  assign sub = a == 4'b0010;
  assign out = a == 4'b1110;
  assign hlt = a == 4'b1111;
  assign n_hlt = ~hlt;
  assign ep = t[0];
  assign cp = t[1];
  assign n_lm = ~(t[0] | (load & t[3]) | (add & t[3]) | (sub & t[3]));
  assign n_ce = ~(t[2] | (load & t[4]) | (add & t[4]) | (sub & t[4]));
  assign n_l1 = ~t[2];
  assign n_e1 = ~((load & t[3]) | (add & t[3]) | (sub & t[3]));
  assign n_la = ~((load & t[4]) | (add & t[5]) | (sub & t[5]));
  assign ea = out & t[3];
  assign su = sub & t[5];
  assign eu = ((add & t[5]) | (sub & t[5]));
  assign n_lb = ~((add & t[4]) | (sub & t[4]));
  assign n_l0 = ~(out & t[3]);
endmodule
module ram_v2 (
  inout [7:0]d,  
  input [3:0] a,  
  input n_we,
  input n_ce,
  output [7:0] s  
);
  reg [7:0] mem [0:15];  
  reg [7:0] result;
  always @(n_we or n_ce or a or d)
  begin
    mem[0] = 8'b00001101;
    mem[1] = 8'b00011110;
    mem[2] = 8'b1110XXXX;
    mem[3] = 8'b1111XXXX;
    mem[4] = 8'b00000000;
    mem[5] = 8'b00000000;
    mem[6] = 8'b00000000;
    mem[7] = 8'b00000000;
    mem[8] = 8'b00000000;
    mem[9] = 8'b00000000;
    mem[10] = 8'b00000000;
    mem[11] = 8'b00000000;
    mem[12] = 8'b00000000;
    mem[13] = 8'b00000111;
    mem[14] = 8'b00000010;
    mem[15] = 8'b00000000;
    if (!n_ce)
      result = mem[a];
  end
  assign s = !n_ce ? result : 8'bZ;
endmodule 
module registrador_8bits (
  input [7:0] d,
  input clk,
  input n_write,
  output [7:0] s
);
  ci74173 ci74173_inst1 (
    .d(d[3:0]),
    .clk(clk),
    .rst(1'b0),
    .n_IE(n_write),
    .e_saida(1'b1),
    .q(s[3:0])
  );
  ci74173 ci74173_inst2 (
    .d(d[7:4]),
    .clk(clk),
    .rst(1'b0),
    .n_IE(n_write),
    .e_saida(1'b1),
    .q(s[7:4])
  );
endmodule 
module registrador_instrucoes (
  input [7:0] d,
  input clk,
  input clr,
  input n_e1,
  input n_l1,
  output [7:0] s
);
  ci74173 ci74173_inst1 (
    .d(d[3:0]),
    .clk(clk),
    .rst(1'b0),
    .n_IE(n_l1),
    .e_saida(~n_e1),
    .q(s[3:0])
  );
  ci74173 ci74173_inst2 (
    .d(d[7:4]),
    .clk(clk),
    .rst(clr),
    .n_IE(n_l1),
    .e_saida(1'b1),
    .q(s[7:4])
  );
endmodule 
module rem_and_mux (
  input [3:0] d,
  input [3:0] a,
  input n_lm,
  input clk,
  input ch_s2,
  output [3:0] s 
);
  wire [3:0] s1;
  ci74173 ci74173_inst (
    .d(d),
    .rst(1'b0),
    .clk(clk),
    .e_saida(1'b1),
    .n_IE(n_lm),
    .q(s1)
  );
  ci74157 ci74157_inst (
      .d0(a),
      .d1(s1),
      .sel(ch_s2),
      .s(s)
    );
endmodule 
module sap1 (
  input clk,
  input n_clr,
  input ch_s2,  
  input ch_s4,  
  input [3:0] a,  
  input [7:0] d,  
  output [7:0] out,  
  output [7:0] barramento_principal,  
  output [3:0] temp,  
  output [7:0] temp_mem,  
  output [3:0] temp_endereco,
  output [7:0] temp_regB,
  output [7:0] temp_acumulador,
  output [5:0] temp_ring_counter,
  output n_hlt, ep, cp, n_lm, n_ce, n_l1, n_e1, n_la, ea, su, eu, n_lb, n_l0  
);
  wire [7:0] result;  
  wire [7:0] s;  
  wire [3:0] i;  
  wire [5:0] t;  
  wire [7:0] ac;  
  wire [7:0] regB;  
  wire [3:0] addr;  
  contador_programa contador_inst (
    .n_clk(clk),
    .n_clr(n_clr),
    .cp(cp),
    .ep(ep),
    .s(s[3:0]),
    .temp(temp)
  );
  contador_anel contadorinst (
    .n_clk(clk),
    .n_clr(n_clr),
    .q(t)
  );
  assign temp_ring_counter = t;
  assign temp_endereco = addr;
  assign temp_mem = i;
  controlador controlador_inst (
    .t(t),
    .a(i),
    .n_hlt(n_hlt),
    .cp(cp),
    .ep(ep),
    .n_lm(n_lm),
    .n_ce(n_ce),
    .n_l1(n_l1),
    .n_e1(n_e1),
    .n_la(n_la),
    .ea(ea),
    .su(su),
    .eu(eu),
    .n_lb(n_lb),
    .n_l0(n_l0)
  );
  rem_and_mux rem_and_mux_inst(
    .d(s[3:0]),
    .a(a),
    .n_lm(n_lm),
    .clk(clk),
    .ch_s2(ch_s2),
    .s(addr)
  );
  ram_v2 ram_inst(
    .d(d),
    .a(addr),
    .n_ce(n_ce),
    .n_we(ch_s4),
    .s(s)
  );
  registrador_instrucoes registrador_inst(
    .d(s),
    .clk(clk),
    .clr(~n_clr),
    .n_l1(n_l1),
    .n_e1(n_e1),
    .s({i, s[3:0]})
  );
  acumulador acumulador_inst(
    .d(s),
    .clk(clk),
    .n_write(n_la),
    .ea(ea),
    .s({s, ac})
  );
  assign temp_acumulador = ac;
  somador_subtrator somador_subtrator_inst(
    .a(ac),
    .b(regB),
    .sub(su),
    .eu(eu),
    .s(s)
  );
  registrador_8bits registrador_b_inst(
    .d(s),
    .clk(clk),
    .n_write(n_lb),
    .s(regB)
  );
  assign temp_regB = regB;
  registrador_8bits registrador_saida_inst(
    .d(s),
    .clk(clk),
    .n_write(n_l0),
    .s(out)
  );
  assign barramento_principal = s;
endmodule 
module somador_subtrator(
  input [7:0] a,
  input [7:0] b,
  input sub,
  input eu,
  output [7:0] s,
  output cout
);
  wire cout1;
  wire [7:0] saida;
  ci74183 u1(
    .a(a[3:0]),
    .b(sub ? ~b[3:0] : b[3:0]),
    .cin(sub),
    .cout(cout1),
    .s(saida[3:0])
  );
  ci74183 u2(
    .a(a[7:4]),
    .b(sub ? ~b[7:4] : b[7:4]),
    .cin(cout1),
    .cout(cout),
    .s(saida[7:4])
  );
  assign s = eu ? saida : 8'bZ;
endmodule 
```

## flow/run.sh

```bash
#!/bin/bash
# OpenROAD 26Q1-2900-gdf79404cd8, Yosys 0.63+post, stock flow scripts
make -C /OpenROAD-flow-scripts/flow DESIGN_CONFIG=/design/flow/config.mk WORK_HOME=/design/flow/orfs finish
```

==> reports/results.ini <==
[critical_path]
arrival_ns = 1.51
startpoint_type = register
crit_end = ep
cp_max_fo = 3
ff2ff_path_depth = 2
timing.rr.start = contadorinst.q[3]
worstSetupStartpoint = contadorinst.q[0]
timing.rr.end = contadorinst.q[4]
required_ns = 0.80
endpoint_kind = output port
critPathKind = reg2out
rrSetupSlack_ns = 0.23

[min_path]
hp-class = reg2reg

[drt]
drc = 0
dr.pass1.iters = 2
first_iter_violations = 8
antennaDiodeCount = 0
drt-total-wl_um = 1470
wl_per_cell_um = 9.85
postRouteAntennaNets = 0
avgViaCountPerCell = 2.42
num_vias = 361

[placement]
io_buffers = 23
postPlaceCellArea_um2 = 697
place.gp.congestion = 0.721
hpwl_um = 1320

[power_and_ir_drop]
p_per_area_mw_per_mm2 = 769
p_int_uw = 429
pwr-share-comb_pct = 9.2
peakVddDrop_mv = 0.218
power_uw = 557
p_clk_share_pct = 46.8
seqPwrFrac_pct = 44.0
leakage_uw = 0.000438
p_switching_uw = 128
swShare_pct = 22.9

[synth]
top_area_cell = buf_4
top_cells_by_area = buf_4 66%, dfrtn_1 21%, dfstp_2 4.3%
ys_cells = 71
yosys.cell_types.count = 7
synth_area_um2 = 604
synth.avg_cell_area_um2 = 8.51
top_area_share_pct = 65.8
synth_cells = 71
synth_seq_share_pct = 25.1
ys_area_um2 = 604
ys.flops = 6
yosysWarnings = 38

[clocking]
cts_buffers = 3
clkLatencyLatePin_ns = 0.30
cts_tree = yes
clk_pin_slew_ns = 0.03
hold_buffers = 0
clock-root-buffer = clkbuf_4
htreeDepth = 1
cts_sinks = 6
ctsLongestPathBuffers = 2

[finish]
area_growth_pct = 19.9
fill_cells = 382
largest_reg_flops = 6
drive_above_1_share_pct = 32.0
lay_top_cells = 50 x conb_1, 14 x buf_2, 8 x buf_6
design_area_um2 = 724
comb_area_um2 = 223
lay_top_count = conb_1
seq_area_um2 = 151

[flow_run]
cap_violations = 0
warnings = 38

[sta]
finalMaxSlewViolations = 0
grt_setup_unrepaired = yes
postLayoutSetupSlackWorst_ns = -0.708
finalHoldViolCount = 0
setup_tns_ns = -7.53
setup_viol = 13
fin_skew_ns = 0.0421
hold_ws_ns = 0.305

[global_routing]
grt_max_degree = 5
grt_pass1_vias = 440
overflow = 0
grt_pass1_wl_um = 2080
grt_use_total_pct = 4.00
antenna_found_initial = 0

[outcome]
outcome = finished with violations
violations = negative setup slack

[die]
rows = 21
io-pin-count = 83
design.core.area_mm2 = 0.00342
die_w_um = 80
initial_utilization_pct = 17.7
die_area_mm2 = 0.00640
chipHeight_um = 80

## synth_stat cells (all sizes together)
library cell / n
dfrtn: 5
inv: 4
nor2b: 4
nor2: 2
conb: 2
dfstp: 1
buf: 53
## per-layer routing
layer  GRT usage [%]  vias up  wire [µm]  share of wire, %
li1                -      168          -                 -
met1            4.17      156        493                34
met2            6.82       33        793                54
met3            2.27        4        155                11
met4           0.880        0         24               1.6
met5               0        -          0                 0
## power groups by stage
stage	clock, µW	combinational, µW	sequential [µW]
final	261	51.0	245
after global routing	305	66.2	244
after CTS	270	58.3	245
## per-stage QoR
step | utilization (%) | instances | setup WS [ns]
finish | 21.2 | 149 | -0.708
global route | 21.2 | 149 | -0.758
CTS | 21.2 | 149 | -0.719
detailed placement | 20.4 | 138 | -0.704
global placement | 20.4 | 138 | -0.702
floorplan | - | 119 | -0.295
## cell type report
class	count	share of cell area (%)
Clock buffer	4	3.63
Sequential cell	6	20.9
Multi-Input combinational cell	56	30.7
Clock inverter	1	0.518
Timing Repair Buffer	33	34.7
Inverter	3	1.55
Tap cell	46	7.94
## what timing repair did
item	in CTS	in global routing
pin swaps	2	0
buffers inserted	7	0
endpoints found under the setup margin	17	13
resized	66	0
## kinds of logic (layout without fill, tap and decap cells)
kind of cell,Yosys count,after routing,synth area share (%)
buffers and inverters,57,41,68.3
DFF,6,6,25.1
other,2,50,1.24
and+or+nand+nor,6,6,5.38
## critical path, cell delays in order, from the launching register on
cell and delay (ns):
dfstp_2 0.54, buf_6 0.09, buf_2 0.08
## worst min path at each step
stage,from,end,slack (ns),cells after the start
CTS,contadorinst.q[5],contadorinst.q[0],0.31,0
global route,contadorinst.q[5],contadorinst.q[0],0.31,0
finish,contadorinst.q[5],contadorinst.q[0],0.30,0
Power is estimated from default activity; no workload was simulated.
